==> design/flow/design.v <==
module Addition #(parameter N = 4)
					  (input  logic [N-1:0] A, B,
						output logic [N-1:0] S);
logic Cout, Overflow;
logic [N-1:0] OverflowResult;
logic [N-1:0] Result;
logic neg;
Full_Adder #(N) adder(.A(A), 
							 .B(B), 
							 .Cin(1'b0), 
							 .S(Result), 
							 .Cout(Cout));
assign Overflow = (A[N-1] === B[N-1]) && (A[N-1] !== Result[N-1]);
assign neg = A[N-1] && B[N-1] && (Result[N-1] === 1'b0);
assign OverflowResult = neg ? ({1'b1, {N-2{1'b0}}, 1'b1}) : ({1'b0, {N-1{1'b1}}});
assign S = Overflow ? OverflowResult : Result;
endmodule 
module DigitalFilter(input  logic clk, rst, 
							input  logic [31:0] data_in, a1, b0, b1,
							output logic [31:0] yn);
logic [31:0] xn, wn, wn1, wn1_a1, wn1_b1, wn_b0;
Addition #(32) adder1(.A(data_in), 
							 .B(32'hFFC00001), 
							 .S(xn));
Addition #(32) adder2(.A(xn), 
							 .B(wn1_a1), 
							 .S(wn));
Register #(32) reg1(.CLK(clk),
						  .RST(rst),
						  .EN(1'b1),
						  .Data_In(wn),
						  .Data_Out(wn1));
Multiplication #(32) mult1(.A(wn1),
								   .B(a1),
								   .Result(wn1_a1));
Multiplication #(32) mult2(.A(wn1),
								   .B(b1),
								   .Result(wn1_b1));
Multiplication #(32) mult3(.A(wn),
								   .B(b0),
								   .Result(wn_b0));
Addition #(32) adder3(.A(wn_b0), 
							 .B(wn1_b1), 
							 .S(yn));			  
endmodule 
module Full_Adder #(parameter N = 4)
						 (input  logic [N-1:0] A, B,
						  input  logic  		  Cin,
						  output logic [N-1:0] S,
						  output logic 		  Cout);
	logic [N-1:0] w;
	assign w[0] = Cin;
	genvar i;
	generate
		for(i = 0; i < N-1; i++)
			begin : generate_adder
				Full_Adder_1b adder(A[i], B[i], w[i], S[i], w[i+1]);
			end	
	endgenerate
	Full_Adder_1b adder(A[N-1], B[N-1], w[N-1], S[N-1], Cout);
endmodule 
module Full_Adder_1b(input  logic A, B, Cin,
						output logic S, Cout);
always_comb begin
	S = A ^ B ^ Cin;
	Cout = A & B | (A^B) & Cin;
end
endmodule 
module Multiplication #(parameter N = 16)
							  (input logic  [N-1:0] A, B,
							   output logic [N-1:0] Result);
logic neg, overflow, overflow_result;					
logic [N-1:0] Am, Bm;
logic [(N*2)-1:0] mult;		
logic [N-1:0] high, mid, low;					
logic [(N/2)-1:0] a, b, c, d;
assign Am = A[N-1] ? (~A)+1 : A;  
assign Bm = B[N-1] ? (~B)+1 : B;  
assign a = Am[N-1:(N/2)];
assign b = Am[(N/2)-1:0];
assign c = Bm[N-1:(N/2)];
assign d = Bm[(N/2)-1:0];
assign high = (a * c);
assign mid  = (a * d) + (b * c);
assign low  = (b * d); 
assign mult = ((high << (N/2)) + mid + (low >> (N/2)));
assign neg = (A[N-1] || B[N-1]) && (A[N-1] !== B[N-1]); 
always_comb begin
	if(mult[(N*2)-1:N-1] === {{N{1'b0}}}) begin
		Result <= neg ? (~mult[N-1:0])+1 : mult[N-1:0];
	end else begin
		Result <= neg ? ({1'b1, {N-2{1'b0}}, 1'b1}) : {1'b0, {N-1{1'b1}}};
	end
	if(A === 0 || B === 0) Result <= {N{1'b0}};
end
endmodule 
module Register #(N=2) (input  logic CLK, RST, EN,
						   	input  logic [N-1:0] Data_In,
							   output logic [N-1:0] Data_Out);
	logic [N-1:0] OUT = 0;
	always_ff @(negedge CLK) begin
		if      (RST) OUT <= 0;
		else if (EN) OUT <= Data_In;
	end
	assign Data_Out = OUT;
endmodule 
==> design/flow/run.sh <==
#!/bin/bash
# OpenROAD 26Q1-2900-gdf79404cd8, Yosys 0.63+post, stock flow scripts
make -C /OpenROAD-flow-scripts/flow DESIGN_CONFIG=/design/flow/config.mk WORK_HOME=/design/flow/orfs finish
==> design/flow/config.mk <==
export PLATFORM = sky130hd
export DESIGN_NAME = DigitalFilter
export DESIGN_NICKNAME = DigitalFilter
export VERILOG_FILES = /design/flow/design.v
export SDC_FILE = /design/flow/constraint.sdc
export NUM_CORES = 4
export LEC_CHECK = 1
export CORE_UTILIZATION = 40
==> design/flow/constraint.sdc <==
current_design DigitalFilter

set clk_period 119.8
set clk_io_pct 0.2

create_clock -name clk0 -period $clk_period [get_ports {clk}]

set non_clock_inputs [all_inputs -no_clocks]
set_input_delay [expr $clk_period * $clk_io_pct] -clock clk0 $non_clock_inputs
set_output_delay [expr $clk_period * $clk_io_pct] -clock clk0 [all_outputs]
==> run summary <==
flow finished, numbers: most used cells in the layout excluding fill and tap cells=3074 x sky130_fd_sc_hd__inv_1, 2488 x sky130_fd_sc_hd__fa_1, 1838 x sky130_fd_sc_hd__nor2_1, post-synthesis cell count=14139, fraction of the mapped netlist area in simple logic gates=16.80%, flip-flop and latch count after synthesis=32, largest cells by area after synthesis=sky130_fd_sc_hd__fa_1 44%, sky130_fd_sc_hd__ha_1 14%, sky130_fd_sc_hd__inv_1 9.9%, sky130_fd_sc_hd__nor2_1 6.0%, sky130_fd_sc_hd__nand2_1 5.9%, count of standard-cell rows=197, unrepaired setup endpoints after global routing=yes, number of violations reported at the end of detailed-routing iteration 0=4981, total global routing overflow=0, core outline area=288900 um2, max-capacitance violation count=0, most numerous cell on the critical path=sky130_fd_sc_hd__fa_2, post-place instance area=135900 um2, CP required=95.84 ns, Hold WC Path Type=flip-flop to flip-flop, adder and majority gate portion of the synthesized area=58.42%, post-synthesis cell count from yosys=14139, TritonCTS clock tree=yes, Port-buffer cells=161, actual slew at the worst max-slew pin=0.8907 ns, number of buffers added to fix hold violations after cts=0, wire length on met1=151600 um, category of the most critical setup path=flip-flop to primary output, Clock Root Buffer=sky130_fd_sc_hd__clkbuf_16, violations in the final reports=setup timing, die y size=541.5 um, routed wire length on met2=180200 um, CTS clk-pin slew, worst paths=0.03 ns, sinks on the clock net=32, Max Root-Sink Buffers=2, pin count of the biggest net entering global routing=53, longest individual stage delay on the worst path=0.62 ns, Max Fanout on Critical Path=7, uppermost routed layer=met5, # setup viols final=32, kind of end point of the critical path=primary output, vias after detailed routing=99036, top cell family by delay on the critical path=adder cells, fraction of the core area occupied by cells at floorplan=40.30%, number of antenna violations at the first check in global routing=13, first-pass GRT wire length=618300 um, Dominant comb cell=adder cells, total tool warning count=60, Avg Vias per Cell=5.108, total wirelength of the detailed-routed design=400500 um, crit path DAT=108.78 ns, vias in the first global route=102754, count of buffer and inverter cells on the critical path=32, summed standard-cell area reported by yosys=116400 um2, Most common reg cell=sky130_fd_sc_hd__dfxtp_1, Top Ports=162, remaining antenna violation count=0, fin worst setup slack=-12.94 ns, utilization after layout=47.84%, cell type with the largest total area after synthesis=sky130_fd_sc_hd__fa_1, total met3 wirelength after detailed routing=48000 um, post-detailed-route wirelength per cell=20.66 um, CP startpoint kind=flip-flop, layout cells sized above 1=15.48%, Total Die Area=293200 um2, Ys Warns=3, Multi-input gate area=105200 um2, post-synthesis xor/xnor area fraction=4.777%, number of distinct library cells after synthesis=95, Synth Area in Compound Gates=7.173%, largest registers ranked by flip-flop count=reg1.OUT (32), global-route usage over all layers=29.72%, combined area of all synthesized cells=116400 um2, Latency at later pin=0.35 ns, number of flip-flops in the largest register=32, skew final=0.01543 ns, DR pass1 iterations=5, final routed DRC violation total=0, final non-filler cell area=138200 um2, Slew Viols, Final=0, sum of net half-perimeters after detailed placement=335800 um, endpoints failing hold=0, Inserted Clock Buffers=5, Seq/Total Area, Yosys=0.5502%, register name with the most flops=reg1.OUT, horizontal die dimension=541.5 um, Post-Syn Area per Cell=8.235 um2, area share, top type=44.14%, register area=644.4 um2, most numerous logic cell after layout=sky130_fd_sc_hd__inv_1, count of library flops with an enable pin=0, layout filler cell count=27813, routability congestion estimate=1.017, synthesis-to-finish area growth=18.70%, mux cell area share after synthesis=0.3686%, worst slew slack as a fraction of its limit=40.07%, count of H-tree levels built during CTS=2, Critical-path top delay cell=sky130_fd_sc_hd__fa_2, outcome=complete, but fails checks, fraction of registers with async set/reset=0%
[cell usage after synthesis, types with 65 or more instances]
master	number
sky130_fd_sc_hd__a21o_1	94
sky130_fd_sc_hd__and2_1	87
sky130_fd_sc_hd__nand2b_1	74
sky130_fd_sc_hd__nor4_1	65
sky130_fd_sc_hd__fa_1	2567
sky130_fd_sc_hd__or3_1	74
sky130_fd_sc_hd__nand2_1	1834
sky130_fd_sc_hd__inv_1	3067
sky130_fd_sc_hd__xor2_1	242
sky130_fd_sc_hd__o21ai_0	191
sky130_fd_sc_hd__nand3_1	144
sky130_fd_sc_hd__o21a_1	77
sky130_fd_sc_hd__nor2_1	1869
sky130_fd_sc_hd__nor3_1	163
sky130_fd_sc_hd__clkbuf_1	591
sky130_fd_sc_hd__ha_1	1329
sky130_fd_sc_hd__a31oi_1	88
sky130_fd_sc_hd__xnor2_1	393
sky130_fd_sc_hd__a21oi_1	267
[cells by family (layout without fill, tap and decap cells)]
family	count (synthesis)	after routing
compound gates	1222	1222
xor+xnor	635	635
fa+ha+maj	3896	3896
buf+inv	3690	5051
flops	32	32
mux	40	40
other cells	0	7
simple gates	4624	4624
[metrics by stage]
stage          TNS (ns)  setup slack [ns]  cells  hold slack [ns]
2_1_floorplan   -372.01            -11.66  14139            1.436
3_3_place_gp    -413.40            -12.97  19249            1.867
3_5_place_dp    -417.51            -13.10  19249            1.824
4_1_cts         -404.48            -12.89  19330            1.844
5_1_grt         -458.63            -14.61  19383            1.952
6_report        -406.13            -12.94  19387            1.849
[tightest hold or removal path: cells and delay by family, from the launching register on]
kind                       cells  cell delay [ns]
DFF                            1             0.39
AOI/OAI and AO/OA              2             0.30
adders and majority gates      1             0.27
and+or+nand+nor                3             0.28
xor gates and xnor gates       1             0.18
buffers and inverters          2             0.37
[timing repair]
item                                    4_1_cts  5_1_grt
endpoints found under the setup margin       32       32
resized                                     154      244
pin swaps                                    65       88
cloned                                        4        3
setup buffers                                38       50
[routing by layer]
metal	vias up	global-route usage, %
li1	45772	-
met1	48611	38.28
met2	3980	44.62
met3	661	13.59
met4	12	11.57
met5	-	0.1808
[final cells by class]
cell class | instances | share of cell area, %
Sequential cell | 32 | 0.4663
Timing Repair Buffer | 1942 | 11.33
Multi-Input combinational cell | 10417 | 76.10
Clock buffer | 5 | 0.09054
Tap cell | 3880 | 3.513
Inverter | 3069 | 8.348
Antenna cell | 7 | 0.01267
Clock inverter | 35 | 0.1340
[final timing paths]
check,start,to,slack [ns],depth (start not counted)
max,reg1.OUT[1],yn[6],-12.94,181
max reg2reg,reg1.OUT[1],reg1.OUT[3],94.61,95
min,reg1.OUT[31],reg1.OUT[1],1.85,9
min reg2reg,reg1.OUT[31],reg1.OUT[1],1.85,9
